[/design/flow/run.sh]
#!/bin/bash
# OpenROAD 26Q1-2900-gdf79404cd8, Yosys 0.63+post, stock flow scripts
make -C /OpenROAD-flow-scripts/flow DESIGN_CONFIG=/design/flow/config.mk WORK_HOME=/design/flow/orfs finish
[/design/flow/config.mk]
export PLATFORM = sky130hd
export DESIGN_NAME = BlackBox
export DESIGN_NICKNAME = BlackBox
export VERILOG_FILES = /design/flow/design.v
export SDC_FILE = /design/flow/constraint.sdc
export NUM_CORES = 4
export LEC_CHECK = 1
export CORE_UTILIZATION = 30
[/design/flow/constraint.sdc]
current_design BlackBox

set clk_period 3.8
set clk_io_pct 0.2

create_clock -name clk0 -period $clk_period [get_ports {clk}]

set non_clock_inputs [all_inputs -no_clocks]
set_input_delay [expr $clk_period * $clk_io_pct] -clock clk0 $non_clock_inputs
set_output_delay [expr $clk_period * $clk_io_pct] -clock clk0 [all_outputs]
[/design/flow/design.v]
module BlackBox(clk,interrupt,PC,reset,PC_out, sel, signal);
input clk,reset,interrupt;
input [15:0] PC;
output reg [47:0] PC_out;
output reg sel, signal;
reg [1:0] count_state;
localparam count = 1'b1;
always @(posedge clk)begin
    if(reset===1'b1)begin
        signal = 1'b0;
        if(interrupt === 1'b1)begin
            count_state=2'b10;
            PC_out = {32'b0 , PC};
            signal = 1'b1;
        end else begin
            count_state=2'b01;
            PC_out = {32'b0 , PC};
        end
    end else if (count_state > 2'b01)begin
        count_state=count_state-2'b01;
        PC_out = PC_out << 16;
        PC_out[15:0] = PC;
    end else if (count_state === 2'b01)begin
        count_state=count_state-2'b01;
        PC_out = PC_out << 16;
        PC_out[15:0] = PC;
        sel = 1'b1;
    end else begin
        sel = 1'b0;
    end
end
endmodule
==> design notes <==
The flow ran to the end, and the final reports show no timing, DRC or antenna violations. The area of the core is 5920 sq um. The buffer-and-inverter tally for the worst setup path was 1.

The tools report the start of the worst register-to-register path as count_state[1]. At the pin with the least slew margin, the transition time is 0.826 ns. The analysis attributes to cell leakage a power of 1.00 nW. The number of antenna violations at the first check in global routing was 0; the mean number of vias per cell was 4.25. The run gives 13.8 sq um for the per-instance average area after synthesis. Detailed placement reports a standard cell area of 2540 sq um. The gate-level netlist out of Yosys references 11 unique cell types. Once layout is done, the placed cells without fillers occupy 2640 sq um.

The clock tree synthesis step divided the H-tree into 2 levels. The global-route usage over all layers is 11.8%. The total negative slack is 0 ns. The registers of the reported paths see a clock transition of 0.08 ns. Yosys stat counts 134 cells in the synthesized netlist. For the final core area utilization, the log shows 44.5%. Antenna repair during routing inserted a diode count of 0. Setup slack on the worst reg-to-reg path comes out at 1.97 ns.

For the number of global-route vias before repair, the log shows 1,166. The buffer_ports step reported a buffer count of 68. The violation tally recorded at the end of detailed-routing iteration 0 is 72. In the final report, the number of hold violations comes to 0. Grouping stages by cell kind, the critical path spends the most delay in simple AND/OR/NAND/NOR gates. The final weighted congestion of routability-driven global placement came out at 0.731. OpenROAD emitted warnings numbering 26. The category of the most critical setup path was input pin to flip-flop. The stat command in Yosys gives a chip area of 1850 sq um. The worst setup skew after layout came out at 0.00474 ns. Data on the critical path is required at its endpoint by 3.72 ns. End point of the critical path: PC_out[3].

The final critical path time including I/O delays and setup came out at 1.99 ns. The post-placement worst setup slack is 1.48 ns, and the number of vias after detailed routing is 1,185. After synthesis the netlist holds a flip-flop and latch count of 52.

The run gives 2 for the number of buffers on the longest clock path. Compared with the post-synthesis result, the final layout area differs by 42.4%. The post-synthesis cell area came out at 1850 sq um.

Setup repair after global routing left no endpoint under its margin. The analysis reports a worst IR drop on VDD of 0.264 mV. The top cell types in the final layout, fill and taps aside, are 68 x sky130_fd_sc_hd__clkdlybuf4s50_1, 34 x sky130_fd_sc_hd__mux2i_1, 32 x sky130_fd_sc_hd__dfxtp_1, 32 x sky130_fd_sc_hd__nor2_1, 20 x sky130_fd_sc_hd__edfxtp_1. The total number of yosys warnings came out at 1. The critical-path maximum fanout was 18. The run gives 0 as the max-slew violation total from the final report. After layout, the worst setup slack is 1.81 ns. The tools report the root cell of the clock tree as sky130_fd_sc_hd__clkbuf_8. After detailed routing, the average wire length per cell comes to 12.4 um. The wire length of the first global-routing pass was 5610 um. The logs give 2390 um for the half-perimeter wire length of the detailed placement result and 44.9% for the max-slew headroom at the worst pin. The period utilization works out to 52.4%.

The run gives 1.91 ns for the data arrival time of the critical path. The die is 80.5 um tall. For the clock net sink count, the log shows 52.

The worst setup path is launched from an input pin. Recorded from the global router log, the overflow total was 0. In this run the worst setup path begins at reset.

From the final report, the count of setup violators was given as 0. The power density relative to cell area was 606 nW/um^2. Before placement the cells fill 31.3% of the core.

The overall routed net length is 3460 um. The endpoint of the worst-slack reg-to-reg timing path was PC_out[39]. The floorplan die width works out to 80.5 um. After clock tree synthesis, the flow added hold-fix buffers numbering 0. The first detailed-routing pass ran for 2 iterations. After floorplanning, the core was divided into 28 placement rows. The run gives 67.1% as the sequential fraction of the synthesis area. The slowest stage of the critical path is the sky130_fd_sc_hd__or3_1 cell. Listed in order, past its start point the critical path passes clkdlybuf4s50_1 > or3_1. Count of cells resized by post-cts repair: 0. With the share of post-route cells with drive strength above 1 at 4.41%, the top-level port count is 69. The number of cell instances on the worst register-to-register path was 5.

Post-CTS timing repair inserted 0 buffers for setup. The stage delay of the slowest cell on the critical path came out at 0.73 ns. The number of remaining DRC errors is 0.

Entering global routing, the biggest net connects 37 pins. The timing report lists the critical path depth as 2 cells. Clock insertion delay at the later pin of the skew report: 0.29 ns. The highest clock rate this design can be run at is 0.502 GHz. The tools report the capturing element type of the critical path as a flip-flop. The classification of the worst-slack hold path is flip-flop to flip-flop. Antenna violation net count after detailed routing: 0. The gate count after technology mapping came out at 134. TritonCTS built the clock tree. The most common cell after layout, fill and taps aside is sky130_fd_sc_hd__clkdlybuf4s50_1. The die covers 6490 sq um.

For the number of max-capacitance violations reported, the log shows 0. Per the TritonCTS log, the buffer count is 5.
==> cells in the mapped netlist (all sizes together) <==
master / n / share of area [%]
a21oi: 1 / 0.27
ha: 2 / 1.4
mux2i: 34 / 18
nor2: 32 / 6.5
buf: 8 / 5.3
dfxtp: 32 / 35
inv: 4 / 0.81
or3: 1 / 0.34
edfxtp: 20 / 32
==> sequential cells by signal, indices dropped and copies added, names as in the netlist <==
| name | flops |
|---|---|
| sel | 1 |
| PC_out | 48 |
| signal | 1 |
| count_state | 2 |
==> stage by stage <==
stage	hold WS, ns	cells	power, mW
after global routing	0.540	279	1.70
final	0.500	279	1.60
after CTS	0.509	279	1.63
after detailed placement	0.487	271	1.30
after global placement	0.478	271	1.30
after floorplan	0.440	134	1.07
==> power by group <==
part | switching [mW] | internal (mW) | leakage (nW) | total [mW]
clock | 0.165 | 0.149 | 0.0455 | 0.314
combinational | 0.174 | 0.314 | 0.489 | 0.488
sequential | 0.0754 | 0.721 | 0.468 | 0.796
==> cell type report <==
type,count,area [sq um]
inverters,4,15.0
repair buffers,70,696
well taps,75,93.8
fillers,545,3290
clock buffers,8,90.1
flip-flops and latches,52,1240
multi-input cells,70,499
==> logic make-up (layout without fill, tap and decap cells) <==
| kind of cell | count (synthesis) | count (layout) | share of synthesized area (%) |
|---|---|---|---|
| AND/OR/NAND/NOR | 33 | 33 | 6.83 |
| buffers and inverters | 12 | 82 | 6.08 |
| AND-OR/OR-AND | 1 | 1 | 0.270 |
| adder cells (fa/ha/maj) | 2 | 2 | 1.35 |
| multiplexers | 34 | 34 | 18.4 |
| flip-flops | 52 | 52 | 67.1 |
==> worst min-delay path by stage <==
| stage | from | to | depth (start not counted) |
|---|---|---|---|
| final | PC_out[40] | PC_out[40] | 2 |
| after global routing | PC_out[34] | PC_out[34] | 2 |
| after CTS | PC_out[40] | PC_out[40] | 2 |
==> per-layer routing <==
metal / share of wire [%] / global-route usage, % / vias up / wire length (um)
met4: 0.49 / 1.25 / 0 / 17
met5: 0 / 0 / - / 0
met3: 6.3 / 3.34 / 4 / 219
met2: 48 / 18.9 / 40 / 1660
li1: - / - / 588 / -
met1: 45 / 17.1 / 553 / 1570
==> tightest hold or removal path, delay by kind of cell (launching register included) <==
kind | cells | cell delay [ns]
AND/OR/NAND/NOR | 1 | 0.07
flip-flops | 1 | 0.33
multiplexers | 1 | 0.07
Power figures rest on the tool's default switching activity, not on a simulated workload.
