$ cat flow/config.mk
export PLATFORM = sky130hd
export DESIGN_NAME = FU_integration
export DESIGN_NICKNAME = FU_integration
export VERILOG_FILES = /design/flow/design.v
export SDC_FILE = /design/flow/constraint.sdc
export NUM_CORES = 4
export LEC_CHECK = 1
export CORE_AREA = 10 10 110 110
export DIE_AREA = 0 0 120 120
$ cat flow/constraint.sdc
current_design FU_integration

set clk_period 4.4
set clk_io_pct 0.2

create_clock -name clk0 -period $clk_period

set non_clock_inputs [all_inputs -no_clocks]
set_input_delay [expr $clk_period * $clk_io_pct] -clock clk0 $non_clock_inputs
set_output_delay [expr $clk_period * $clk_io_pct] -clock clk0 [all_outputs]
$ cat flow/run.sh
#!/bin/bash
# OpenROAD 26Q1-2900-gdf79404cd8, Yosys 0.63+post, stock flow scripts
make -C /OpenROAD-flow-scripts/flow DESIGN_CONFIG=/design/flow/config.mk WORK_HOME=/design/flow/orfs finish
$ cat flow/design.v
module FU (wr_add, wr_add2, wr_add_alu, wb_alu, wr_add_mem, wb_mem, forward_src, forward_des);
input [2:0] wr_add, wr_add2, wr_add_alu, wr_add_mem;
input wb_alu, wb_mem;
output reg [1:0] forward_src, forward_des;
always @* begin
  if(wr_add == wr_add_alu && wb_alu) begin
    forward_des = 2'b00;
  end else if(wr_add == wr_add_mem && wb_mem) begin
    forward_des = 2'b01;
  end else begin
    forward_des = 2'b11;
  end
  if(wr_add2 == wr_add_alu && wb_alu) begin
    forward_src = 2'b00;
  end else if(wr_add2 == wr_add_mem && wb_mem) begin
    forward_src = 2'b01;
  end else begin
    forward_src = 2'b11;
  end
end
endmodule
module FU_integration (wr_add, wr_add2, wr_add_alu, wb_alu, alu_data, wr_add_mem, wb_mem, mem_data, Read_Data1, Read_Data2, Read_Data1_FU, Read_Data2_FU);
input [2:0] wr_add, wr_add2, wr_add_alu, wr_add_mem;
input wb_alu, wb_mem;
input [15:0] alu_data, mem_data;
input [15:0] Read_Data1, Read_Data2;
output reg [15:0] Read_Data1_FU, Read_Data2_FU;
wire [1:0] forward_src, forward_des;
FU forwarding_inst (wr_add, wr_add2, wr_add_alu, wb_alu, wr_add_mem, wb_mem, forward_src, forward_des);
always @* begin
  if(forward_des === 2'b11) begin
    Read_Data2_FU = Read_Data2;
  end else if(forward_des === 2'b00) begin
    Read_Data2_FU = alu_data;
  end else if(forward_des === 2'b01) begin
    Read_Data2_FU = mem_data;
  end
  if(forward_src === 2'b11) begin
    Read_Data1_FU = Read_Data1;
  end else if(forward_src === 2'b00) begin
    Read_Data1_FU = alu_data;
  end else if(forward_src === 2'b01) begin
    Read_Data1_FU = mem_data;
  end
end
endmodule
==> qor.txt <==
Non-Filler Instances -> 424
WP data arrival -> 3360 ps
Yosys warning total -> 2
Max capacitance violation total -> 0
Final setup viols -> 0
Startpoint types -> input pin
Fin util -> 27.65%
Hpwl dp -> 4.379 mm
Crit share post-route -> 96.31%
Final wirelength -> 5.509 mm
Switching share of power -> 31.36%
Clock share of power -> 0%
CP max-delay cell -> clkdlybuf4s50_1
# diodes -> 0
Residual DRC -> 0
RSZ-0062 raised after global routing -> false
Power share of the sequential group -> 15.8%
Logic pwr share -> 84.2%
Crit path cell chain -> clkdlybuf4s50_1 > xnor2_2 > nand4_4 > mux2i_1 > a21oi_1 > dlxtn_1 > clkdlybuf4s50_1
Status -> finished clean
Slew margin rel. -> 66.17%
Syn Inst Count -> 153
Register pins left without a clock -> 32
Distinct lib cells -> 11
Number of core rows -> 36
Ports -> 110
Worst Path Class, Setup -> in2out
Overall Power -> 223.4 uW
P&R area growth vs syn -> 109.1%
Fmax -> 0.2360 GHz
Total GRT Usage -> 6.569%
Pwr dens -> 82.66 nW/um^2
I/O Buffers -> 110
Vias in the first global route -> 1481
Initial antenna violation count -> 0
Yosys top cell area share -> 37.17%
Max stage delay on crit path -> 500 ps
First-pass GRT wire length -> 7.783 mm
DIE WIDTH -> 120 um
Tool warnings -> 32
WL per Instance -> 12.99 um
Chip Area -> 14400 um^2
Mean post-synth cell area -> 8.448 um^2
Chip height -> 120 um
Final ANT Viol Nets -> 0
WP data required -> 3520 ps
Top area cell types -> dlxtn_1, mux2i_1, a21oi_1
Design Area, Final -> 2703 um^2
Vias per cell -> 3.392
Cell mode on critical path -> clkdlybuf4s50_1
Iteration-0 DRC Markers -> 45
Largest area contributor in the netlist -> dlxtn_1
Placed instance count -> 421
Largest net degree at the start of global routing -> 18
Final Slew Violations -> 0
GPL Wtd Cong -> 0.7794
Final Critical Period -> 4238 ps
Registers, synthesis -> 32
P_leak -> 1.294 nW
Worst Path Buf+Inv -> 2
Pint -> 153.3 uW
Number of unconstrained endpoints -> 32
Cell area after synthesis -> 1292 um^2
Peak VDD IR -> 0.04545 mV
FP Core Util -> 13.22%
Core area -> 9774 um^2
CTS Hold Bufs -> 0
Drt first pass iters -> 4
Residual overflow from global routing -> 0
Yosys cell count -> 153
Fraction of final layout cells sized beyond drive strength 1 -> 3.436%
CP max FO -> 8
Switching pwr -> 70.06 uW
Routed vias -> 1438
Cell Area, Placed -> 2644 um^2
Critical path endpoint category -> output port
Yosys Chip Area -> 1292 um^2
Fin. Hold Viols -> 0
Worst-margin pin slew -> 506.5 ps
CP delay by family, top -> buffers and inverters
==> kinds of logic after synthesis <==
logic type,Yosys count,synth area share (%)
latches,32,37.17
xor gates and xnor gates,12,8.132
and+or+nand+nor,36,13.55
buffers and inverters,8,3.678
other,1,0.2901
AOI/OAI and AO/OA,32,12.39
muxes,32,24.78
==> cell usage in the layout (no fill, tap or decap), drive strengths merged <==
cell	instances
xnor2	12
nor2	32
dlxtn	32
a21oi	32
clkdlybuf4s50	110
conb	32
mux2i	32
buf	4
nand4	5
==> metal layers <==
| metal | routed length, um | global-route usage, % | share of wire [%] |
|---|---|---|---|
| met5 | 0 | 0 | 0 |
| met4 | 0 | 0 | 0 |
| met3 | 556 | 2.713 | 10 |
| met2 | 2499 | 10.80 | 45 |
| met1 | 2453 | 8.430 | 45 |
==> flip-flops by register name, indices dropped and copies added, names as in the netlist <==
register,flops
Read_Data1_FU,16
Read_Data2_FU,16
==> cells in the mapped netlist <==
library cell and count:
a21oi_1 32, dlxtn_1 32, mux2i_1 32, nor2_1 32, xnor2_1 12, clkbuf_1 4
buf_2 2, buf_6 2, nand4_1 2, nand4_4 2, conb_1 1
==> power by group through the flow <==
stage | clock (mW) | combinational, mW | sequential, mW
CTS | 0 | 0.183 | 0.0355
finish | 0 | 0.188 | 0.0353
global route | 0 | 0.207 | 0.0373
==> through the flow <==
stage	worst slack, ps	setup TNS [ps]
floorplan	1463	0
global placement	-189.1	-2663
detailed placement	-204.5	-2749
CTS	137.2	0
global route	10.01	0
finish	162.3	0
==> layout make-up <==
cell class	count	area [um^2]
Timing Repair Buffer	114	1131
Sequential cell	32	480.5
Tap cell	133	166.4
Multi-Input combinational cell	145	924.6
Fill cell	1056	7072
==> timing repair <==
item,in CTS,in global routing
resized,0,4
buffers inserted,2,0
pin swaps,2,1
setup endpoints to repair,16,3
gates cloned,0,1
==> worst max path at each step <==
stage / from / endpoint / slack [ps] / cells past startpoint
after global routing: wr_add_mem[2] / Read_Data1_FU[13] / 10 / 7
final: wr_add_mem[2] / Read_Data2_FU[3] / 160 / 7
after CTS: wr_add_mem[2] / Read_Data2_FU[3] / 140 / 7
Power is estimated from default activity; no workload was simulated.
