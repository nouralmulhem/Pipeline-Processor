**design/flow/run.sh**
```bash
#!/bin/bash
# OpenROAD 26Q1-2900-gdf79404cd8, Yosys 0.63+post, stock flow scripts
make -C /OpenROAD-flow-scripts/flow DESIGN_CONFIG=/design/flow/config.mk WORK_HOME=/design/flow/orfs finish
```
**design/flow/config.mk**
```make
export PLATFORM = sky130hd
export DESIGN_NAME = HosnyCallStateMachine
export DESIGN_NICKNAME = HosnyCallStateMachine
export VERILOG_FILES = /design/flow/design.v
export SDC_FILE = /design/flow/constraint.sdc
export NUM_CORES = 4
export LEC_CHECK = 1
export CORE_UTILIZATION = 30
```
**design/flow/constraint.sdc**
```tcl
current_design HosnyCallStateMachine

set clk_period 4.8
set clk_io_pct 0.2

create_clock -name clk0 -period $clk_period [get_ports {clk}]

set non_clock_inputs [all_inputs -no_clocks]
set_input_delay [expr $clk_period * $clk_io_pct] -clock clk0 $non_clock_inputs
set_output_delay [expr $clk_period * $clk_io_pct] -clock clk0 [all_outputs]
```
**design/flow/design.v**
```verilog
module HosnyCallStateMachine(clk,interrupt,PC,reset,PC_out,continue);
input clk,reset,interrupt;
input [47:0] PC;
output reg continue;
output reg [47:0] PC_out;
reg [1:0] count_state;
localparam count = 1'b1;
always @(negedge clk)begin
    if(reset===1'b1)begin
        if(interrupt === 1'b1)begin
            count_state=2'b10;
            PC_out = PC+32'h0001;
        end else begin
            count_state=2'b01;
            PC_out = PC+32'h0002;
        end
        continue=1'b1;
    end else if(count_state > 2'b01) begin
        PC_out = PC_out >> 16;
        count_state=count_state-2'b01;
        continue=1'b1;
    end else begin
        PC_out = PC_out >> 16;
        continue=1'b0;
    end
end
endmodule
```
==> impl_results.html <==
<h2>Implementation results</h2>
<table>
<tr><th>Metric</th><th>Value</th></tr>
<tr><th colspan="2">Logic synthesis</th></tr>
<tr><td>Fraction of registers with async set or reset after synthesis</td><td>0</td></tr>
<tr><td>Count of library flops with an enable pin</td><td>2</td></tr>
<tr><td>Post-synthesis cell count from yosys</td><td>307</td></tr>
<tr><td>Post-synthesis register bit count</td><td>a little over 50</td></tr>
<tr><td>Yosys top cell area share</td><td>0.385</td></tr>
<tr><td>Instance tally after logic synthesis</td><td>roughly 310</td></tr>
<tr><td>Synth Area per Inst</td><td>approximately 8.3 µm²</td></tr>
<tr><td>Predominant post-synthesis flop cell</td><td>dfxtp_1</td></tr>
<tr><td>Cell types with the largest area share after synthesis</td><td>dfxtp_1, xnor2_1, a21oi_1, nor2_1, xor2_1</td></tr>
<tr><td>Cell Area, Synth</td><td>approximately 0.0025 mm²</td></tr>
<tr><td>Post-synthesis chip area from yosys</td><td>0.00255 mm²</td></tr>
<tr><td>Count of distinct cell types in the synthesized netlist</td><td>38</td></tr>
<tr><td>Sequential share of the synthesized area</td><td>0.409</td></tr>
<tr><td>Cell taking the most area after synthesis</td><td>dfxtp_1</td></tr>
<tr><td>Count of yosys warnings during synthesis</td><td>1</td></tr>
<tr><th colspan="2">Global route</th></tr>
<tr><td>Number of global-route vias before repair</td><td>around 2800</td></tr>
<tr><td>GR Util met1</td><td>0.245</td></tr>
<tr><td>Global-route wire length before repair</td><td>around 12 mm</td></tr>
<tr><td>Largest net degree at the start of global routing</td><td>67</td></tr>
<tr><td>Met3 layer usage reported by global route</td><td>0.0527</td></tr>
<tr><td>Antenna violations before repair</td><td>0</td></tr>
<tr><td>Most used routing layer in global routing</td><td>met2</td></tr>
<tr><td>Fraction of met2 tracks used by global routing</td><td>0.261</td></tr>
<tr><td>Overall fraction of global-route tracks in use</td><td>0.175</td></tr>
<tr><td>Leftover overflow at the end of global routing</td><td>0</td></tr>
<tr><th colspan="2">Critical path</th></tr>
<tr><td>Worst Setup End Kind</td><td>flip-flop</td></tr>
<tr><td>Source of the critical timing path</td><td>PC[31]</td></tr>
<tr><td>Worst Setup Start Kind</td><td>primary input</td></tr>
<tr><td>Classification of the worst setup path</td><td>in -&gt; reg</td></tr>
<tr><td>Critical path required time</td><td>2.69 ns</td></tr>
<tr><td>Crit path max fanout</td><td>6</td></tr>
<tr><td>Worst flop-to-flop path startpoint</td><td>count_state[0]$_DFFE_NP_</td></tr>
<tr><td>Arrival time of data at the critical path endpoint</td><td>about 2.7 ns</td></tr>
<tr><th colspan="2">Power and ir drop</th></tr>
<tr><td>Sequential share of power</td><td>0.417</td></tr>
<tr><td>Power Dens Cells</td><td>approximately 250 mW/mm²</td></tr>
<tr><td>Cell leakage power</td><td>about 0.0022 µW</td></tr>
<tr><td>Switching share of power</td><td>0.295</td></tr>
<tr><td>Internal power</td><td>around 820 µW</td></tr>
<tr><td>Net load switching power</td><td>about 340 µW</td></tr>
<tr><td>Peak VDD IR</td><td>roughly 140 µV</td></tr>
<tr><td>Combinational power share</td><td>0.199</td></tr>
<tr><td>Part of the total power dissipated in the clock network</td><td>0.384</td></tr>
<tr><th colspan="2">Route</th></tr>
<tr><td>Tally of nets with antenna violations remaining after routing</td><td>0</td></tr>
<tr><td>Antenna diodes</td><td>0</td></tr>
<tr><td>Vias per std cell</td><td>4.65</td></tr>
<tr><td>Total number of vias</td><td>about 3000</td></tr>
<tr><td>Detailed-route wire length per cell</td><td>12.0 µm</td></tr>
<tr><td>Drt first-iter violations</td><td>92</td></tr>
<tr><td>DRT Wirelength</td><td>between 7 and 8 mm</td></tr>
<tr><td>Total iterations of the first detailed-routing run</td><td>4</td></tr>
<tr><td>DRC Markers</td><td>0</td></tr>
<tr><th colspan="2">Clock tree</th></tr>
<tr><td>TritonCTS sink count</td><td>between 50 and 60</td></tr>
<tr><td>Deepest level of the CTS H-tree</td><td>2</td></tr>
<tr><td>Clock-pin slew on the worst setup and hold paths</td><td>about 0.030 ns</td></tr>
<tr><td>TritonCTS clock tree</td><td>done</td></tr>
<tr><td>Cell chosen for the clock root</td><td>clkbuf_8</td></tr>
<tr><td>Clock latency on the worst-skew pair</td><td>0.37 ns</td></tr>
<tr><td>Number of buffers added by the clock tree synthesis step</td><td>5</td></tr>
<tr><td>Worst-case clock buffer depth</td><td>2</td></tr>
<tr><td>Hold-fix buffer count after cts</td><td>0</td></tr>
<tr><th colspan="2">Cells and area</th></tr>
<tr><td>Area growth from synthesis to layout</td><td>84.9%</td></tr>
<tr><td>Fraction of final layout cells sized beyond drive strength 1</td><td>0.217</td></tr>
<tr><td>Top cell excl fill/tap</td><td>buf_4</td></tr>
<tr><td>Most instantiated logic cells after routing</td><td>buf_4, clkdlybuf4s50_1, inv_1, dfxtp_1, nor2_1</td></tr>
<tr><td>Number of cells in the finished layout apart from fillers</td><td>635</td></tr>
<tr><th colspan="2">Placement</th></tr>
<tr><td>Number of buffers inserted by port buffering</td><td>between 90 and 100</td></tr>
<tr><td>Half-perimeter wire length after detailed placement</td><td>slightly below 6 mm</td></tr>
<tr><td>Dpl ws</td><td>-0.614 ns</td></tr>
<tr><td>Routability congestion estimate</td><td>a little over 0.8</td></tr>
<tr><td>Placed Cells</td><td>between 500 and 600</td></tr>
<tr><th colspan="2">Min path</th></tr>
<tr><td>Type of the worst min-delay path</td><td>reg -&gt; reg</td></tr>
<tr><td>Startpoint of the tightest hold check path</td><td>PC_out[18]$_DFF_N_</td></tr>
<tr><th colspan="2">Floorplan</th></tr>
<tr><td>IO Count</td><td>100</td></tr>
<tr><td>Chip footprint</td><td>between 0.008 and 0.009 mm²</td></tr>
<tr><td>Placeable core region</td><td>a little over 0.008 mm²</td></tr>
<tr><td>Horizontal extent of the die</td><td>94.2 µm</td></tr>
<tr><td>Die Y-Extent</td><td>94.2 µm</td></tr>
<tr><td>Initial cell density of the core</td><td>0.310</td></tr>
<tr><td>Number of rows in the core area</td><td>33</td></tr>
<tr><th colspan="2">Timing</th></tr>
<tr><td>Final hold viol count</td><td>0</td></tr>
<tr><td>Final setup skew</td><td>slightly below 0.01 ns</td></tr>
<tr><td>Number of slew-limit violations in the final report</td><td>0</td></tr>
<tr><td>Slew at the pin with the worst max-slew slack</td><td>~0.37 ns</td></tr>
<tr><td>Final setup fails</td><td>0</td></tr>
<tr><td>Post-route setup slack</td><td>between 0.03 and 0.04 ns</td></tr>
<tr><td>Max_slew headroom</td><td>0.750</td></tr>
<tr><th colspan="2">Run status</th></tr>
<tr><td>Run status</td><td>complete, no violations</td></tr>
<tr><th colspan="2">Flow run</th></tr>
<tr><td># Max-Cap Violations</td><td>0</td></tr>
<tr><td>Number of warnings in the stage logs</td><td>just under 80</td></tr>
</table>
-- per-stage QoR --
step | hold slack (ns) | setup TNS [ns] | utilization | power (µW) | area (µm²)
after floorplan | 0.408 | -0.0143 | - | 618 | 2550
after global placement | 0.455 | -17.08 | 0.511 | 791 | 4200
after detailed placement | 0.452 | -17.60 | 0.511 | 792 | 4200
after CTS | 0.459 | 0 | 0.562 | 1190 | 4620
after global routing | 0.489 | -0.000524 | 0.573 | 1270 | 4710
final | 0.456 | 0 | 0.573 | 1170 | 4710
-- cell usage after synthesis (2+ instances only) --
cell type,n
nand4_1,15
xnor2_1,23
nor4_1,6
o21ai_0,11
nand2b_1,3
mux2i_1,2
dfxtp_1,49
nand3_1,18
and3_1,5
nand2_1,8
ha_1,3
or2_2,2
nor3_1,10
or3_1,9
and4_1,7
nor2_1,40
nand4_2,2
xor2_1,13
buf_1,3
and2_1,3
clkbuf_1,9
edfxtp_1,2
a21oi_1,40
inv_1,10
-- power groups by stage --
stage	registers [µW]	clock network (µW)	logic [µW]
6_report	487	449	233
5_1_grt	489	525	256
4_1_cts	488	472	234
-- routing by layer --
metal	routed length (µm)	share of wire
met1	3660	0.48
met2	3510	0.46
met3	409	0.053
met4	62	0.0081
met5	0	0
-- critical path, cell delays in order --
cell and delay, ns:
clkdlybuf4s50_1 0.49, and4_1 0.21, and4_4 0.27, buf_4 0.13, nand4_4 0.09, or3_1 0.37
a21oi_1 0.14
-- flip-flops by register name (all words and copies together) (netlist names) --
name / cells
PC_out: 48
continue: 1
count_state: 2
-- final timing paths --
check	endpoint	slack [ns]	cells after the start
worst max-delay path	PC_out[45]$_SDFF_NN0_	0.03	7
worst min-delay path	PC_out[2]$_DFF_N_	0.46	1
worst min register to register	PC_out[2]$_DFF_N_	0.46	1
worst max register to register	count_state[1]$_DFFE_NP_	3.55	2
-- kinds of logic (layout without fill, tap and decap cells) --
kind of cell	Yosys count	after routing	synth area share
adders and majority gates	3	3	0.0147
and+or+nand+nor	134	134	0.290
AOI/OAI and AO/OA	56	56	0.114
muxes	3	3	0.0123
DFF	51	51	0.409
xor gates and xnor gates	36	36	0.124
buffers and inverters	24	247	0.0359
-- cell type report --
type	count	area (µm²)
flip-flops and latches	51	1040
inverters	10	37.5
multi-input cells	232	1580
clock inverters	53	226
well taps	105	131
clock buffers	5	68.8
fillers	739	3510
repair buffers	179	1620
-- timing repair --
action	CTS	global route
buffers inserted	5	1
hold endpoints to repair	0	0
pin swaps	16	10
gates resized	46	22
endpoints found under the setup margin	31	22
Power figures rest on the tool's default switching activity, not on a simulated workload.
